**./design.v**
```verilog
module Controller(clk, rst, MemRead, HMbar, MMDataReady, MMRead, CacheWrite, DataSelect, DataReady);
input clk;
input rst;
input MemRead;
input HMbar;
input MMDataReady;
output MMRead;
output CacheWrite;
output DataSelect;
output DataReady;
	wire DataReadySel;
	StateMachine SM(
		.clk(clk),
		.rst(rst),
		.MemRead(MemRead),
		.HMbar(HMbar),
		.MMDataReady(MMDataReady),
		.MMRead(MMRead),
		.CacheWrite(CacheWrite),
		.DataSelect(DataSelect),
		.DataReadySel(DataReadySel)
	);
	assign MemRead_and_HMbar = MemRead & HMbar;
	assign DataReady = DataReadySel ? 1'b1 : MemRead_and_HMbar;
endmodule
module StateMachine(clk, rst, MemRead, HMbar, MMDataReady, MMRead, CacheWrite, DataSelect, DataReadySel);
input clk;
input rst;
input MemRead;
input HMbar;
input MMDataReady;
output reg MMRead;
output reg CacheWrite;
output reg DataSelect;
output reg DataReadySel;
	reg [1:0]ps, ns;
	parameter [1:0]CACHE_READ = 2'b00, WAIT_FOR_MAIN_MEMORY = 2'b01, WRITE_TO_CACHE_AND_SEND_DATA = 2'b10;
	always@(ps or MemRead or HMbar or MMDataReady) begin
		ns = CACHE_READ;
		case(ps)
			CACHE_READ : ns = (MemRead & ~HMbar) ? WAIT_FOR_MAIN_MEMORY : CACHE_READ;
			WAIT_FOR_MAIN_MEMORY : ns = MMDataReady ? WRITE_TO_CACHE_AND_SEND_DATA : WAIT_FOR_MAIN_MEMORY;
			WRITE_TO_CACHE_AND_SEND_DATA : ns = CACHE_READ;
			default : ns = CACHE_READ;
		endcase
	end
	always@(ps) begin
		{MMRead, CacheWrite, DataSelect, DataReadySel} = 4'b0000;
		case(ps)
			WAIT_FOR_MAIN_MEMORY : {MMRead, DataSelect} = 2'b11;
			WRITE_TO_CACHE_AND_SEND_DATA : {CacheWrite, DataSelect, DataReadySel} = 3'b111;
			default : {MMRead, CacheWrite, DataSelect, DataReadySel} = 4'b0000;
		endcase
	end
	always@(posedge clk or posedge rst) begin
		if (rst) ps <= CACHE_READ;
		else ps <= ns;
	end
endmodule
```
**./run.sh**
```bash
#!/bin/bash
# OpenROAD 26Q1-2900-gdf79404cd8, Yosys 0.63+post, stock flow scripts
make -C /OpenROAD-flow-scripts/flow DESIGN_CONFIG=/design/flow/config.mk WORK_HOME=/design/flow/orfs finish
```
**./config.mk**
```make
export PLATFORM = sky130hd
export DESIGN_NAME = Controller
export DESIGN_NICKNAME = Controller
export VERILOG_FILES = /design/flow/design.v
export SDC_FILE = /design/flow/constraint.sdc
export NUM_CORES = 4
export LEC_CHECK = 1
export CORE_AREA = 10 10 70 70
export DIE_AREA = 0 0 80 80
```
**./constraint.sdc**
```tcl
current_design Controller

set clk_period 1.0
set clk_io_pct 0.2

create_clock -name clk0 -period $clk_period [get_ports {clk}]

set non_clock_inputs [all_inputs -no_clocks]
set_input_delay [expr $clk_period * $clk_io_pct] -clock clk0 $non_clock_inputs
set_output_delay [expr $clk_period * $clk_io_pct] -clock clk0 [all_outputs]
```
==> impl_metrics.json <==
{
  "hold_slack_ps": 140,
  "grt_max_degree": 5,
  "cts_tree": "done",
  "die_h_um": 80,
  "io_buffers": 8,
  "crit_chain": "or2_4, buf_2",
  "ys_seq_share_pct": 56.0,
  "routed_wl_um": 471,
  "worst_setup_path_start_kind": "register",
  "r2r-end": "SM.ps[2]$_DFF_PP0_",
  "syn_inst": 12,
  "drtIter0Drc": 1,
  "antenna_cells": 0,
  "r2r-start": "SM.ps[2]$_DFF_PP0_",
  "hold_viol_final": 0,
  "routed_via_density": 1.97,
  "syn_area_um2": 136,
  "first_global_vias": 169,
  "rsz0062_at_grt": "yes",
  "critPathSlowestCell": "dfrtp_1",
  "fin_area_um2": 334,
  "largest-register": "SM.ps",
  "worst_slack_ps": -157,
  "reg2reg_slack_ps": 120,
  "cts-htree-levels": 1,
  "root_buffer": "clkbuf_4",
  "cap_viol_max_count": 0,
  "rows": 21,
  "flop_area_um2": 76.3,
  "cts.sinks": 3,
  "drc_errors": 0,
  "coreArea_um2": 3420,
  "numSynthFlops": 3,
  "die_x_um": 80,
  "min_path_type": "in2async",
  "drive_gt1_share_pct": 55.2,
  "yosysUniqueCellTypes": 9,
  "powerDensity_nw_per_um2": 1430,
  "ys_warn_count": 2,
  "syn_area_per_cell_um2": 11.4,
  "period_minus_slack_ps": 1160,
  "grt_first_pass_wirelength_um": 786,
  "place_area_um2": 297,
  "synth_top_area_share_pct": 36.7,
  "fin_crit_sh_pct": 116,
  "reg_top3": "SM.ps x3",
  "grt_overflow": 0,
  "largest_reg_flops": 3,
  "relSlewSlack_pct": 91.2,
  "synth_area_leader_cell": "dfrtp_1",
  "comb_area_um2": 51.3,
  "final_max_slew_viol_count": 0,
  "grt_antenna_before_repair": 0,
  "initCoreUtil_pct": 3.99,
  "antenna_left": 0,
  "io_pins": 9,
  "max_freq_ghz": 0.864,
  "path_class": "reg2out",
  "leakagePower_nw": 0.163,
  "vias": 148,
  "total_power_mw": 0.479,
  "synthTopCellsByArea": "dfrtp_1 37%, dfstp_2 19%, nand2b_4 10%",
  "openroad.warnings": 27,
  "max_stage_delay_ps": 390,
  "path_max_fanout": 4,
  "end_kind": "output port",
  "failed_checks": "negative setup slack",
  "clk_latency_ps": 230,
  "fill_cells": 399,
  "hold_buffers": 0,
  "tightest_slew_ps": 132,
  "post_drt_wl_per_cell_um": 6.28,
  "synth_chip_area_um2": 136,
  "r2r_cells": 4,
  "vdd_ir_drop_max_v": 0.000283,
  "place.gp.congestion": 0.725,
  "setup_violations": 4,
  "path_clk_slew_ps": 40,
  "cts_inserted_buffers": 3,
  "chip_area_um2": 6400,
  "crit_start": "SM.ps[1]$_DFF_PP0_",
  "ys_cells": 12,
  "cp.required_ps": 800,
  "critical_path_arrival_ps": 960,
  "cts_buffer_depth": 2,
  "firstDrtPassIters": 2,
  "area_growth_pct": 145,
  "status": "complete, but fails checks",
  "fin_worst_skew_ps": 0.969,
  "grtUsageTotal_pct": 1.67
}
layout by cell type (no fill, tap or decap), types with 2 or more instances in the layout:
cell / synthesis / routed
buf_4: 0 / 4
dlygate4sd2_1: 0 / 2
clkdlybuf4s50_1: 0 / 2
buf_2: 0 / 2
inv_1: 3 / 3
dfrtp_1: 2 / 2
clkbuf_4: 0 / 3
buf_6: 0 / 3
cells in the mapped netlist:
| cell | count |
|---|---|
| a21o_1 | 1 |
| dfstp_2 | 1 |
| o22ai_1 | 1 |
| dfrtp_1 | 2 |
| inv_1 | 3 |
| and2_1 | 1 |
| a21o_2 | 1 |
| or2_2 | 1 |
| nand2b_4 | 1 |
worst max-delay path: cells and delay by family (launching register included):
family | cells | cell delay, ps
flip-flops | 1 | 390
AND/OR/NAND/NOR | 1 | 220
buffers and inverters | 1 | 110
report_power, final:
| group | switching (mW) | internal, mW | leakage (nW) |
|---|---|---|---|
| Sequential | 0.0104 | 0.146 | 0.0378 |
| Combinational | 0.0316 | 0.0824 | 0.110 |
| Clock | 0.0592 | 0.149 | 0.0150 |
| Total | 0.101 | 0.378 | 0.163 |
logic make-up after synthesis:
group                  count (synthesis)  share of synthesized area (%)
AND-OR/OR-AND                          3                           16.5
flip-flops                             3                           56.0
AND/OR/NAND/NOR                        3                           19.3
buffers and inverters                  3                           8.26
stage by stage:
| step | util, % | cells | setup TNS (ps) | worst slack [ps] |
|---|---|---|---|---|
| after CTS | 9.60 | 75 | -408 | -172 |
| after global routing | 9.78 | 75 | -533 | -211 |
| after floorplan | - | 12 | 0 | 177 |
| after global placement | 8.68 | 69 | -977 | -447 |
| final | 9.78 | 75 | -357 | -157 |
| after detailed placement | 8.68 | 69 | -1060 | -463 |
how the worst max path moves through the flow:
stage	to	slack (ps)	depth (start not counted)
finish	DataSelect	-160	2
global route	DataSelect	-210	2
CTS	DataSelect	-170	2
metal layers:
| metal | track usage, % | vias to the layer above | wire [um] |
|---|---|---|---|
| li1 | - | 70 | - |
| met1 | 1.40 | 70 | 159 |
| met2 | 1.77 | 8 | 159 |
| met3 | 2.95 | 0 | 152 |
| met4 | 0.528 | 0 | 0 |
| met5 | 0 | - | 0 |
cell type report:
class | instances | share of cell area, %
Tap cell | 46 | 17.2
Clock buffer | 4 | 7.87
Sequential cell | 3 | 22.8
Multi-Input combinational cell | 6 | 15.4
Timing Repair Buffer | 13 | 33.3
Inverter | 3 | 3.37
timing repair:
action,4_1_cts,5_1_grt
setup buffers,2,0
pin swaps,1,0
endpoints found under the setup margin,4,4
hold endpoints to repair,0,0
gates resized,17,1
Power figures rest on the tool's default switching activity, not on a simulated workload.
