`./run.sh`:
```
#!/bin/bash
# OpenROAD 26Q1-2900-gdf79404cd8, Yosys 0.63+post, stock flow scripts
make -C /OpenROAD-flow-scripts/flow DESIGN_CONFIG=/design/flow/config.mk WORK_HOME=/design/flow/orfs finish
```
`./config.mk`:
```
export PLATFORM = sky130hd
export DESIGN_NAME = Mux2to1_32bit
export DESIGN_NICKNAME = Mux2to1_32bit
export VERILOG_FILES = /design/flow/design.v
export SDC_FILE = /design/flow/constraint.sdc
export NUM_CORES = 4
export LEC_CHECK = 1
export CORE_AREA = 10 10 71 71
export DIE_AREA = 0 0 81 81
```
`./constraint.sdc`:
```
current_design Mux2to1_32bit

set clk_period 1.0
set clk_io_pct 0.2

create_clock -name clk0 -period $clk_period

set non_clock_inputs [all_inputs -no_clocks]
set_input_delay [expr $clk_period * $clk_io_pct] -clock clk0 $non_clock_inputs
set_output_delay [expr $clk_period * $clk_io_pct] -clock clk0 [all_outputs]
```
`./design.v`:
```
module Mux2to1_32bit(inp0, inp1, sel, out);
input [31:0] inp0;
input [31:0] inp1;
input sel;
output [31:0] out;
	assign out = (sel == 1'b0)? inp0:
			(sel == 1'b1)? inp1:
			32'bz;
endmodule
```
==> flow_metrics.tcl <==
# metrics dict for downstream scripts
set metrics [dict create \
    clock_power_share_pct 0 \
    relSlewSlack_pct 94.2 \
    pre_cts_ws_ns -0.512 \
    worst-path-max-fanout 6 \
    die_outline_width_microns 81 \
    synth_simple_gate_area_share_pct 0 \
    irDropWorstVdd_v 0.000169 \
    drtIter0Drc 3 \
    place.detailed.hpwl_microns 2500 \
    detail_route.antenna_diodes 0 \
    actual_transition_at_the_worst_max_transition_pin_ns 0.0870 \
    syn2layout_area_growth_pct 192 \
    setup_violations 32 \
    hold_path_end "out[29]" \
    num_vias 715 \
    layout-drive-gt1-share_pct 54.0 \
    worst-setup-path-type "in -> out" \
    hold_viol_final 0 \
    power.sequential.fraction_pct 0 \
    cap_viol_max_count 0 \
    fmax_mhz 848 \
    ys_sh_xor_pct 0 \
    required_ns 0.80 \
    synth.yosys.num_cells 36 \
    whs_path_cells 3 \
    synth.distinct_cells 4 \
    dp_cell_count 179 \
    cell_internal_pwr_uw 487 \
    critPathBufInv 4 \
    outcome "finished with violations" \
    buffer_ports.inserted 97 \
    ys.warnings.count 1 \
    numSequentialCells 0 \
    comb_power_share_pct 100.0 \
    timing.final.max_slew_violations 0 \
    critPathTopFamily "buffers and inverters" \
    detail_route.wirelength_microns 2880 \
    chipArea_sq_um 6560 \
    io_pins 97 \
    routed_wire_length_per_instance_microns 15.4 \
    seq_area_sq_um 0 \
    avgSynthCellArea_sq_um 15.1 \
    detailedRoute.firstPassIterationCount 2 \
    yosys-stat-area_sq_um 544 \
    grt_antenna_before_repair 0 \
    failed_checks "setup timing" \
    grt_util_all_layers_pct 7.79 \
    syn_area_sq_um 544 \
    holdWs_ns 0.691 \
    floorplanUtilization_pct 15.0 \
    p_sw_uw 137 \
    routed_via_density 3.82 \
    logic_area_sq_um 477 \
    finalNonFillerCells 187 \
    finalSetupTns_ns -3.30 \
    power.switching_fraction_pct 22.0 \
    dominant_kind_of_combinational_cell "multiplexers" \
    netlist_instances 36 \
    die_h_microns 81 \
    place_congestion 0.832 \
    worst_setup_path_end_kind "output port" \
    synth_adder_area_share_pct 0 \
    grt_pass1_wl_microns 4140 \
    fillerInstances 357 \
    rsz0062_at_grt "yes" \
    finalWorstSetupSlack_ns -0.179 \
    power.static_leakage_uw 0.000872 \
    worst_hold_path_type "in -> out" \
    clock_buffers 0 \
    min_period_ns 1.18 \
    critical-path-max-stage-delay_ns 0.29 \
    hold_start "inp1[29]" \
    power_density_over_the_cells_nw_per_um2 392 \
    drt.antenna.violating_nets 0 \
    final_core_util_pct 43.8 \
    cpMaxStageDelayCell "sky130_fd_sc_hd__mux2_4" \
    synth.area.mux_share_pct 86.9 \
    crit_path_start_kind "primary input" \
    core.rowCount 22 \
    grt_max_degree 11 \
    grt_pass1_vias 764 \
    synth_seq_share_pct 0 \
    placeable_core_area_sq_um 3630 \
    cell_by_cell_listing_of_the_critical_path "buf_12 -> buf_12 -> buf_12 -> mux2_4 -> buf_6" \
    synth.cellmix.compoundShare_pct 0 \
    warnings 34 \
    timing.final.crit_share_pct 118 \
    overflow 0 \
    drc_violations_left 0 \
    timing.critical_path.arrival_ns 0.98 \
    crit_path_frequent_cell "sky130_fd_sc_hd__buf_12" \
]
## what timing repair did
action,CTS,global route
setup buffers,5,1
cloned,2,0
hold buffers,0,0
resized,171,10
setup endpoints to repair,32,32
## cells in the mapped netlist
| library cell | n | area share [%] |
|---|---|---|
| sky130_fd_sc_hd__mux2_4 | 30 | 83 |
| sky130_fd_sc_hd__buf_12 | 3 | 11 |
| sky130_fd_sc_hd__mux2_2 | 2 | 4.1 |
| sky130_fd_sc_hd__buf_6 | 1 | 2.1 |
## placed cells by master, fill, tap and decap left out, drive strengths merged
cell	count
dlygate4sd2	51
buf	43
mux2	32
clkdlybuf4s50	9
dlymetal6s2s	4
## per-stage QoR
step / total power, uW / instance area, sq um
floorplan: 206 / 544
global placement: 656 / 1540
detailed placement: 661 / 1540
CTS: 614 / 1540
global route: 666 / 1590
finish: 624 / 1590
## worst max-delay path by stage
stage	start	end	slack (ns)	depth (start not counted)
4_1_cts	sel	out[4]	-0.18	5
5_1_grt	inp1[31]	out[31]	-0.20	3
6_report	sel	out[4]	-0.18	5
## power by group through the flow
stage     Sequential (uW)  Clock [uW]  Combinational [uW]
6_report                0           0                 624
4_1_cts                 0           0                 614
5_1_grt                 0           0                 666
## cells by family after synthesis
kind of cell	Yosys count
muxes	32
buffers and inverters	4
## routing by layer
metal / track usage [%] / vias to the layer above / part of all wire (%) / wire length, microns
met4: 0 / 0 / 0 / 0
met3: 2.78 / 0 / 12 / 350
met2: 14.3 / 50 / 50 / 1450
li1: - / 345 / - / -
met1: 9.03 / 320 / 37 / 1080
met5: 0 / - / 0 / 0
## worst min-delay path, stage by stage
cell and delay, ns:
sky130_fd_sc_hd__dlymetal6s2s_1 0.08, sky130_fd_sc_hd__mux2_4 0.13, sky130_fd_sc_hd__buf_2 0.08
## area by class of cell
class | instances | area share (%)
multi-input cells | 32 | 30.0
well taps | 48 | 3.78
repair buffers | 107 | 66.2
No activity file was given, so power comes from the tool's default toggle rates.
